==> flow/design.v <==
parameter nbits = 4;
module contador(
	input logic clk, reset, counter_up, counter_down,
  	output logic [nbits-1:0] Saida
);
  always_ff @(posedge reset or posedge clk) begin
    if(reset)  
      Saida <= 0;
    else
      if(counter_up)  
        Saida <= Saida + 1;
    else if(counter_down)  
    	Saida <= Saida -1;
  end
endmodule
==> flow/run.sh <==
#!/bin/bash
# OpenROAD 26Q1-2900-gdf79404cd8, Yosys 0.63+post, stock flow scripts
make -C /OpenROAD-flow-scripts/flow DESIGN_CONFIG=/design/flow/config.mk WORK_HOME=/design/flow/orfs finish
==> flow/config.mk <==
export PLATFORM = sky130hd
export DESIGN_NAME = contador
export DESIGN_NICKNAME = contador
export VERILOG_FILES = /design/flow/design.v
export SDC_FILE = /design/flow/constraint.sdc
export NUM_CORES = 4
export LEC_CHECK = 1
export CORE_AREA = 10 10 70 70
export DIE_AREA = 0 0 80 80
==> flow/constraint.sdc <==
current_design contador

set clk_period 2.4
set clk_io_pct 0.2

create_clock -name clk0 -period $clk_period [get_ports {clk}]

set non_clock_inputs [all_inputs -no_clocks]
set_input_delay [expr $clk_period * $clk_io_pct] -clock clk0 $non_clock_inputs
set_output_delay [expr $clk_period * $clk_io_pct] -clock clk0 [all_outputs]
==> flow_metrics.env <==
# physical design summary
export IMPL_die_h_um=80
export IMPL_top_register="Saida"
export IMPL_clk_pin_slew_worst_paths_ns=0.04
export IMPL_slew_viol_final=0
export IMPL_n_antenna_cell=0
export IMPL_vias=213
export IMPL_area_growth_pct=57.7
export IMPL_grt_pass1_vias=207
export IMPL_required_ns=2.51
export IMPL_wl_um=577
export IMPL_ctsRootBufferMaster="clkbuf_4"
export IMPL_h_tree_depth=1
export IMPL_ir_worst_vdd_mv=0.140
export IMPL_tightest_slew_ns=0.230
export IMPL_crit_arrival_ns=1.98
export IMPL_final_comb_area_um2=153
export IMPL_setup_viol=0
export IMPL_top_cells_by_count="dfrtp_1, nand2b_1"
export IMPL_cts_resized=0
export IMPL_async_flop_share_pct=100
export IMPL_warnings=25
export IMPL_routedWlPerCell_um=7.21
export IMPL_yosysCellCount=24
export IMPL_cp_max_fo=5
export IMPL_grt_overflow=0
export IMPL_track_usage_pct=1.67
export IMPL_finalHoldViolCount=0
export IMPL_r2r_setup_slack_ns=1.07
export IMPL_cts_made_buffers=3
export IMPL_core_area_um2=3420
export IMPL_r2r_start="Saida[2]$_DFFE_PP0P_"
export IMPL_clockBufferDepth=2
export IMPL_design_area_um2=410
export IMPL_tns_ns=0
export IMPL_antenna_left=0
export IMPL_syn_area_um2=260
export IMPL_cp_end_kind="flip-flop"
export IMPL_hold_class="input pin to async pin"
export IMPL_synth_top_area_share_pct=38.5
export IMPL_ff_type="dfrtp_1"
export IMPL_fillCellCount=391
export IMPL_drt_iter0_markers=8
export IMPL_routed_via_density=2.66
export IMPL_dp_slack_ns=0.285
export IMPL_gp_congestion=0.708
export IMPL_slew_headroom_pct=84.7
export IMPL_post_cts_buffers=0
export IMPL_top_area_cell="dfrtp_1"
export IMPL_power_density_nw_per_um2=1060
export IMPL_reg2regPathDepth=4
export IMPL_enable_flop_cells=0
export IMPL_grt_antenna_before_repair=0
export IMPL_yosys_area_um2=260
export IMPL_status="finished clean"
export IMPL_r2r_end="Saida[3]$_DFFE_PP0P_"
export IMPL_fin_crit_ns=1.87
export IMPL_yosysUniqueCellTypes=15
export IMPL_top_cells_by_area="dfrtp_1, ha_1, fa_1"
export IMPL_firstDrtPassIters=2
export IMPL_clock_sinks=4
export IMPL_io_pins=8
export IMPL_initCoreUtil_pct=7.62
export IMPL_timing_final_crit_share_pct=77.9
export IMPL_die_w_um=80
export IMPL_largest_reg_flops=4
export IMPL_drive_gt1_share_pct=14.7
export IMPL_max_freq_mhz=535
export IMPL_synth_cells=24
export IMPL_rows=21
export IMPL_top_regs="Saida (4)"
export IMPL_path_class="input pin to flip-flop"
export IMPL_grt_first_pass_wirelength_um=883
export IMPL_cap_viol_max_count=0
export IMPL_holdBufCountCts=0
export IMPL_synth_flops=4
export IMPL_synth_warning_count=1
export IMPL_tritoncts="yes"
export IMPL_syn_area_per_cell_um2=10.8
export IMPL_grt_max_degree=6
export IMPL_most_common_cell="dfrtp_1"
export IMPL_ys_seq_share_pct=38.5
export IMPL_port_buffers=7
export IMPL_place_area_um2=388
export IMPL_leakagePower_nw=0.158
export IMPL_clock_skew_ns=0.00256
export IMPL_drc=0
export IMPL_critPathLaunchType="input pin"
export IMPL_fin_ws_ns=0.531
export IMPL_clk_latency_ns=0.23
export IMPL_rsz0062_at_grt="false"
export IMPL_die_area_um2=6400
export IMPL_seq_area_um2=100
[kinds of logic (layout without fill, tap and decap cells)]
group,count (synthesis),count (layout),synth area share [%]
AND-OR/OR-AND,3,3,7.21
adder cells (fa/ha/maj),3,3,17.3
flip-flops,4,4,38.5
buffers and inverters,2,12,2.89
AND/OR/NAND/NOR,9,9,21.6
XOR/XNOR,2,2,6.73
multiplexers,1,1,5.77
[worst max-delay path: stages]
cell and delay, ns:
clkdlybuf4s50_1 0.55, inv_1 0.12, ha_1 0.35, a21oi_1 0.25, a22o_1 0.18, nand3_1 0.06
[metrics by stage]
| step | hold slack, ns | power [mW] | util [%] | instances |
|---|---|---|---|---|
| finish | 0.435 | 0.437 | 12.0 | 80 |
| global route | 0.462 | 0.477 | 12.0 | 80 |
| CTS | 0.434 | 0.448 | 12.0 | 80 |
| detailed placement | 0.527 | 0.360 | 11.4 | 77 |
| global placement | 0.517 | 0.355 | 11.4 | 77 |
| floorplan | 0.246 | 0.258 | - | 24 |
[final cells by class]
| class | count | share of cell area (%) |
|---|---|---|
| clock buffers | 3 | 5.49 |
| repair buffers | 7 | 17.1 |
| flip-flops and latches | 4 | 24.4 |
| multi-input cells | 18 | 37.2 |
| well taps | 46 | 14.0 |
| inverters | 2 | 1.83 |
[cell usage in the layout (no fill, tap or decap)]
cell,n
a21oi_1,1
a22o_1,1
clkbuf_4,3
clkdlybuf4s50_1,7
dfrtp_1,4
fa_1,1
ha_1,2
inv_1,2
mux2_4,1
nand2_1,1
nand2b_1,3
nand3_1,2
nand4_1,1
nand4bb_1,1
nor2_2,1
o21ai_0,1
xnor2_1,2
[power breakdown]
group | switching (mW) | internal, mW | total [mW]
registers | 0.0442 | 0.104 | 0.148
clock network | 0.0250 | 0.0557 | 0.0807
logic | 0.0649 | 0.143 | 0.208
[per-layer routing]
layer | routed length [µm] | vias to the layer above | track usage [%]
met2 | 253 | 7 | 2.25
met1 | 251 | 99 | 2.07
met3 | 59 | 2 | 0.909
met5 | 0 | - | 0
met4 | 12 | 0 | 0.880
li1 | - | 105 | -
[how the worst max path moves through the flow]
| stage | start | slack (ns) | to | cells after the start |
|---|---|---|---|---|
| 4_1_cts | counter_up | 0.53 | Saida[3]$_DFFE_PP0P_ | 6 |
| 5_1_grt | counter_up | 0.45 | Saida[3]$_DFFE_PP0P_ | 6 |
| 6_report | counter_up | 0.53 | Saida[3]$_DFFE_PP0P_ | 6 |
Power is estimated from default activity; no workload was simulated.
