File: flow/design.v
module registrador (
    input clk,
    input reset,
    input SEL,
  input [3:0] Din,  
    input Din_serie,  
  output reg [3:0] Dout  
);
reg [3:0] armazenamento_paralelo;
always @ (posedge clk) begin
    if (reset) begin
        armazenamento_paralelo <= 4'b0;
    end else if (!SEL) begin  
        armazenamento_paralelo <= Din;
    end else begin  
        armazenamento_paralelo <= {armazenamento_paralelo[2:0], Din_serie};
    end
end
assign Dout = armazenamento_paralelo;
endmodule
File: flow/run.sh
#!/bin/bash
# OpenROAD 26Q1-2900-gdf79404cd8, Yosys 0.63+post, stock flow scripts
make -C /OpenROAD-flow-scripts/flow DESIGN_CONFIG=/design/flow/config.mk WORK_HOME=/design/flow/orfs finish
File: flow/config.mk
export PLATFORM = sky130hd
export DESIGN_NAME = registrador
export DESIGN_NICKNAME = registrador
export VERILOG_FILES = /design/flow/design.v
export SDC_FILE = /design/flow/constraint.sdc
export NUM_CORES = 4
export LEC_CHECK = 1
export CORE_AREA = 10 10 70 70
export DIE_AREA = 0 0 80 80
File: flow/constraint.sdc
current_design registrador

set clk_period 1.0
set clk_io_pct 0.2

create_clock -name clk0 -period $clk_period [get_ports {clk}]

set non_clock_inputs [all_inputs -no_clocks]
set_input_delay [expr $clk_period * $clk_io_pct] -clock clk0 $non_clock_inputs
set_output_delay [expr $clk_period * $clk_io_pct] -clock clk0 [all_outputs]
==> impl_results.html <==
<p>Metrics extracted from the flow reports.</p>
<table>
<tr><th>Metric</th><th>Value</th></tr>
<tr><th colspan="2">Critical path</th></tr>
<tr><td>Timing endpoint of the critical path</td><td>Dout[1]</td></tr>
<tr><td>WP depth</td><td>1</td></tr>
<tr><td>Cell with the largest stage delay on the worst path</td><td>dfxtp_2</td></tr>
<tr><td>Buf+Inv Stages, Crit Path</td><td>1</td></tr>
<tr><td>CP startpoint kind</td><td>register</td></tr>
<tr><td>Register-to-Register Setup Slack</td><td>between 0.3 and 0.4 ns</td></tr>
<tr><td>Max stage delay on crit path</td><td>between 0.3 and 0.4 ns</td></tr>
<tr><td>Critical path fanouts, max</td><td>2</td></tr>
<tr><td>Crit Path Category</td><td>register to output port</td></tr>
<tr><td>Top cell family by delay on the critical path</td><td>flip-flops</td></tr>
<tr><td>Data required time of the critical path</td><td>0.80 ns</td></tr>
<tr><td>Destination of the worst register-to-register timing path</td><td>armazenamento_paralelo[3]$_SDFF_PP0_</td></tr>
<tr><td>Kind of end point of the critical path</td><td>output port</td></tr>
<tr><td>Worst Setup SP</td><td>armazenamento_paralelo[1]$_SDFF_PP0_</td></tr>
<tr><td>Reg2Reg Launch Point</td><td>armazenamento_paralelo[2]$_SDFF_PP0_</td></tr>
<tr><td>R2R depth</td><td>2</td></tr>
<tr><td>Critical-path cell list</td><td>clkdlybuf4s15_1</td></tr>
<tr><td>WP data arrival</td><td>0.74 ns</td></tr>
<tr><th colspan="2">Clock network</th></tr>
<tr><td>Post-CTS setup repair buffer count</td><td>0</td></tr>
<tr><td>Post-CTS Hold Buffers</td><td>0</td></tr>
<tr><td>CTS sink count</td><td>4</td></tr>
<tr><td>Clock buffer count from CTS</td><td>3</td></tr>
<tr><td>Clock transition at the register clock pins on the worst setup and hold paths after CTS</td><td>0.04 ns</td></tr>
<tr><td>Insertion delay of the later-clocked pin in the worst-skew pair</td><td>between 0.2 and 0.25 ns</td></tr>
<tr><td>Clock tree from TritonCTS</td><td>built</td></tr>
<tr><td>Number of H-tree branching levels</td><td>1</td></tr>
<tr><td>CTS-repair resized insts</td><td>6</td></tr>
<tr><td>Clk Tree Root Cell</td><td>clkbuf_4</td></tr>
<tr><td>Number of buffers on the longest clock path</td><td>2</td></tr>
<tr><th colspan="2">Route</th></tr>
<tr><td>Antenna-violating nets left</td><td>0</td></tr>
<tr><td>Average via count per standard cell</td><td>1.81</td></tr>
<tr><td>Number of DRC violations after detailed-routing iteration 0</td><td>4</td></tr>
<tr><td>Total iterations of the first detailed-routing run</td><td>4</td></tr>
<tr><td>N_diodes</td><td>0</td></tr>
<tr><td>Total routed wirelength</td><td>about 530 µm</td></tr>
<tr><td>Vias</td><td>130</td></tr>
<tr><td>DRC violations left</td><td>0</td></tr>
<tr><td>Average routed wire per standard cell</td><td>approximately 7.3 µm</td></tr>
<tr><th colspan="2">Cells and area</th></tr>
<tr><td>Most numerous logic cell after layout</td><td>clkdlybuf4s50_1</td></tr>
<tr><td>Number of flip-flops under the largest register name</td><td>4</td></tr>
<tr><td>Combinational gate area</td><td>around 55 µm²</td></tr>
<tr><td>Fraction of final layout cells sized beyond drive strength 1</td><td>0.269</td></tr>
<tr><td>Storage element area</td><td>85.1 µm²</td></tr>
<tr><td>Syn-to-layout area delta</td><td>138%</td></tr>
<tr><td>Largest registers ranked by flip-flop count</td><td>armazenamento_paralelo x4</td></tr>
<tr><td>Area of all placed cells without fillers</td><td>333 µm²</td></tr>
<tr><td>Number of cells in the finished layout apart from fillers</td><td>roughly 70</td></tr>
<tr><td>Register name with the most flops</td><td>armazenamento_paralelo</td></tr>
<tr><td>Most instantiated logic cells after routing</td><td>clkdlybuf4s50_1, mux2i_1, nor2_1, dfxtp_2, clkdlybuf4s15_1</td></tr>
<tr><td>Layout filler cell count</td><td>~410</td></tr>
<tr><th colspan="2">Global routing</th></tr>
<tr><td>Vias in the first global route</td><td>159</td></tr>
<tr><td>Overall global routing resource usage</td><td>0.0183</td></tr>
<tr><td>Remaining Overflow, GRT</td><td>0</td></tr>
<tr><td>Number of antenna violations at the first check in global routing</td><td>0</td></tr>
<tr><td>Wire length of the first global-routing pass</td><td>~800 µm</td></tr>
<tr><td>Pin count of the biggest net entering global routing</td><td>5</td></tr>
<tr><th colspan="2">Floorplanning</th></tr>
<tr><td># IOs</td><td>12</td></tr>
<tr><td>DIE HEIGHT</td><td>around 80 µm</td></tr>
<tr><td>Pre-placement core utilization</td><td>0.0410</td></tr>
<tr><td>Rows</td><td>21</td></tr>
<tr><td>Horiz. Die Dim</td><td>80 µm</td></tr>
<tr><td>Chip area</td><td>between 6000 and 7000 µm²</td></tr>
<tr><td>Core area</td><td>3420 µm²</td></tr>
<tr><th colspan="2">Timing</th></tr>
<tr><td>Slew @ Worst Pin</td><td>0.265 ns</td></tr>
<tr><td>Final Hold Vio Count</td><td>0</td></tr>
<tr><td>Worst Clk Skew</td><td>about 0.00061 ns</td></tr>
<tr><td>Post-route minimum period</td><td>roughly 0.94 ns</td></tr>
<tr><td>Final setup violation count</td><td>0</td></tr>
<tr><td>Relative slew slack</td><td>0.823</td></tr>
<tr><td>Share of the cycle needed by the critical path after routing</td><td>0.938</td></tr>
<tr><td>Setup repair after global routing missed its margin</td><td>no</td></tr>
<tr><td>Max Clock Freq</td><td>about 1.1 GHz</td></tr>
<tr><td>Worst hold slack</td><td>around 0.41 ns</td></tr>
<tr><td>Max Transition Viols Final</td><td>0</td></tr>
<tr><th colspan="2">Run</th></tr>
<tr><td>Number of warnings the tools reported</td><td>25</td></tr>
<tr><td>Number of maximum-capacitance constraint violations</td><td>0</td></tr>
<tr><th colspan="2">Synth</th></tr>
<tr><td>Total standard cell area after synthesis</td><td>140 µm²</td></tr>
<tr><td>Largest area contributor in the synthesized netlist</td><td>dfxtp_1</td></tr>
<tr><td>Yosys cell count</td><td>13</td></tr>
<tr><td>Top cells, area</td><td>dfxtp_1, mux2i_1, nor2_1, clkbuf_2</td></tr>
<tr><td>Part of the Yosys area used for sequential elements</td><td>0.571</td></tr>
<tr><td>Avg Synthesized Cell Area</td><td>approximately 11 µm²</td></tr>
<tr><td>Number of standard cells after synthesis</td><td>13</td></tr>
<tr><td>Number of distinct library cell variants in the gate-level netlist after synthesis</td><td>4</td></tr>
<tr><td>Number of register bits inferred by synthesis</td><td>4</td></tr>
<tr><td>Warning count from the yosys run</td><td>2</td></tr>
<tr><td>YS chip area</td><td>140 µm²</td></tr>
<tr><td>Area share of the leading cell type in the synthesized netlist</td><td>0.571</td></tr>
<tr><th colspan="2">Placement</th></tr>
<tr><td>Buffers on Ports</td><td>11</td></tr>
<tr><td>RD Place Congestion</td><td>~0.7</td></tr>
<tr><td>Placed Area</td><td>approximately 300 µm²</td></tr>
<tr><td>Placed cells</td><td>just under 70</td></tr>
<tr><th colspan="2">Outcome</th></tr>
<tr><td>Outcome</td><td>finished clean</td></tr>
<tr><th colspan="2">Power</th></tr>
<tr><td>P_leak</td><td>0.000134 µW</td></tr>
<tr><td>Peak VDD IR</td><td>around 0.49 mV</td></tr>
<tr><td>Overall power consumption</td><td>~440 µW</td></tr>
<tr><td>Areal power density over the cells</td><td>between 1000 and 1500 nW/µm²</td></tr>
<tr><th colspan="2">Hold path</th></tr>
<tr><td>Worst min-delay path category</td><td>input pin to register</td></tr>
</table>
[kinds of logic (layout without fill, tap and decap cells)]
kind of cell | Yosys count | count (layout) | share of synthesized area
mux | 4 | 4 | 0.286
simple gates | 4 | 4 | 0.107
flops | 4 | 4 | 0.571
buf+inv | 1 | 14 | 0.0357
[area by class of cell]
type | instances | share of cell area
clock buffers | 3 | 0.0677
multi-input cells | 8 | 0.165
flip-flops and latches | 4 | 0.256
well taps | 46 | 0.173
repair buffers | 11 | 0.338
[how the worst min path moves through the flow]
stage	slack [ns]	to	from	cells past startpoint
final	0.41	armazenamento_paralelo[0]$_SDFF_PP0_	SEL	3
after global routing	0.42	armazenamento_paralelo[2]$_SDFF_PP0_	SEL	3
after CTS	0.49	armazenamento_paralelo[1]$_SDFF_PP0_	armazenamento_paralelo[0]$_SDFF_PP0_	2
[tightest hold or removal path, cell delays in order]
cell            delay [ns]
dlymetal6s2s_1        0.23
mux2i_1               0.11
nor2_1                0.07
[routing by layer]
metal | track usage | vias up | wire length [µm]
met1 | 0.0220 | 47 | 267
met2 | 0.0152 | 14 | 120
met5 | 0 | - | 0
met3 | 0.0284 | 0 | 138
met4 | 0.00352 | 0 | 0
li1 | - | 69 | -
[stage by stage]
step                      utilization  worst slack [ns]  setup TNS (ns)
after floorplan                     -             0.322               0
after global placement         0.0886            -0.179          -0.707
after detailed placement       0.0886            -0.219          -0.813
after CTS                      0.0945          0.000231               0
after global routing           0.0974            0.0178               0
final                          0.0974            0.0623               0
[where the power goes]
group / switching (µW) / total [µW] / internal, µW
clock: 70.7 / 205 / 135
sequential: 4.66 / 177 / 173
combinational: 17.0 / 61.1 / 44.1
total: 92.4 / 444 / 351
[synthesized netlist by cell type]
cell	count
dfxtp_1	4
mux2i_1	4
nor2_1	4
clkbuf_2	1
Power and IR drop assume default switching activity.
