<file path="design/flow/config.mk">
export PLATFORM = sky130hd
export DESIGN_NAME = circuit
export DESIGN_NICKNAME = circuit
export VERILOG_FILES = /design/flow/design.v
export SDC_FILE = /design/flow/constraint.sdc
export NUM_CORES = 4
export LEC_CHECK = 1
export CORE_AREA = 10 10 81 81
export DIE_AREA = 0 0 91 91
</file>
<file path="design/flow/constraint.sdc">
current_design circuit

set clk_period 7.3
set clk_io_pct 0.2

create_clock -name clk0 -period $clk_period

set non_clock_inputs [all_inputs -no_clocks]
set_input_delay [expr $clk_period * $clk_io_pct] -clock clk0 $non_clock_inputs
set_output_delay [expr $clk_period * $clk_io_pct] -clock clk0 [all_outputs]
</file>
<file path="design/flow/design.v">
parameter n_bits = 8;
module circuit(
  input logic signed [n_bits-1:0] A, B,
  input logic [1:0] F,
  output logic FLAG_O,
  output logic [n_bits-1:0] Saida
);
  always_comb begin
    FLAG_O = 0;
    case(F)
      2'b00: Saida <= A & B;
      2'b01: Saida <= A | B;
      2'b10: begin
        Saida <= A + B;
        if(Saida > 2**(n_bits-1)-1 || Saida > (2**(n_bits-1))* -1)
          FLAG_O <= 1;
      end
      2'b11: begin
        Saida <= A - B;
        if(Saida > 2**(n_bits-1)-1 && Saida > (2**(n_bits-1))* -1)
          FLAG_O <= 1;
      end
    endcase
  end
 endmodule
</file>
<file path="design/flow/run.sh">
#!/bin/bash
# OpenROAD 26Q1-2900-gdf79404cd8, Yosys 0.63+post, stock flow scripts
make -C /OpenROAD-flow-scripts/flow DESIGN_CONFIG=/design/flow/config.mk WORK_HOME=/design/flow/orfs finish
</file>
==> out/results.ini <==
[route]
totalWireLength_mm = 2.06
wl_per_cell_um = 11.1
drtIter0Drc = 26
dr.pass1.iters = 4
n_antenna_cell = 0
num_vias = 713
drc = 0
antenna_left = 0
vias_per_cell = 3.85

[finish]
fillers = 548
nClkBuffers = 0
flop_area_um2 = 0
layout.cells.non_filler = 185
final_layout_size_suffix_gt1_frac = 0.0424
syn_to_final_growth_pct = 50.8
ff_count = 0
fin_util = 0.210

[yosys]
ys_seq_frac = 0
syn_avg_cell_area_um2 = 7.12
ys_top_cells_by_area = ha_1 19%, maj3_1 9.0%, xnor2_1 7.9%
yosysTopAreaCell = ha_1
synthDistinctLibCells = 31
yosysTopAreaCellShare = 0.187
ys_area_um2 = 669
syn_area_um2 = 669
ys_cells = 94
syn-instance-count = 94
yosys_warnings = 1

[floorplanning]
dieWidth_um = 91
std_cell_rows = 25
initCoreUtil = 0.139
dieArea_um2 = 8280
fp.dieH_um = 91
io_pins = 27
core_area_um2 = 4820

[global_routing]
grt_pass1_wl_mm = 3.54
antenna_found_initial = 0
grtUsageMet3 = 0.0141
grt.busiest_layer = met1
use_met1 = 0.0783
grt_max_degree = 15
grt_pass1_vias = 690
grtUsageTotal = 0.0501
gr-total-overflow = 0
met2_usage = 0.0698

[timing]
hold_viol = 0
max_freq_mhz = 168
tightest_slew_ps = 499
period_needed_ps = 5950
slew_violations = 0
timing.final.crit_share = 0.815
setup_viol_count_final = 0
slew_headroom = 0.666
whs_ps = 4100
rsz0062_at_grt = no
finalSetupTns_ps = 0

[hold_path]
holdPathStages = 5
min_path_type = in -> out

[place]
dpl.cell_count = 185
dpl.hpwl_mm = 1.80
portBuffers = 27
gp_congestion = 0.846

[cts]
postCtsSetupRepairBufs = 0
ctsResizeCount = 0
cts_hold_buffers = 0

[critical_path]
critPathKind = in -> out
crit_path_start_kind = input pin
endpoint_kind = output pin
required_ps = 5840
cp_max_fo = 13
cp_data_arrival_time_ps = 4490

[power]
ir_drop_mv = 0.0305
powerDensity_nw_per_um2 = 86.2
power.leakage_uw = 0.000392

[status]
status = completed

[flow_run]
tool_warnings = 34
drv_cap = 0

## cell usage after synthesis
cell type / number
maj3_1: 6
or4_1: 1
nand4_1: 1
and2_4: 1
a31oi_1: 1
nor2b_1: 1
nor4_4: 1
nand3_1: 2
o31ai_1: 2
xor2_1: 5
o311ai_1: 1
nand3b_1: 1
nor2_1: 6
inv_1: 7
nor3_1: 2
ha_1: 10
a21o_1: 2
o21ai_0: 8
a21oi_2: 1
o21ai_2: 1
nor4b_1: 1
xnor2_1: 6
a21boi_1: 1
fa_1: 1
a221oi_1: 1
a21oi_1: 6
clkbuf_1: 1
and3b_1: 1
nor3b_2: 1
buf_2: 2
nand2_1: 13
## final cells by class
type               instances  area [um2]  area share
inverters                  7        26.3      0.0260
well taps                 67        83.8      0.0830
multi-input cells         84         629       0.623
repair buffers            27         270       0.268
## critical path: stages
cell,delay [ps]
clkdlybuf4s50_1,780
nand2_1,190
o21ai_0,320
inv_1,80
ha_1,280
nand3b_1,110
a21oi_1,150
and3b_1,210
xnor2_1,200
nor3b_2,200
clkdlybuf4s50_1,510
## power by group
group          switching, uW  leakage, uW  internal (uW)
combinational           38.0     0.000392           49.1
sequential                 0            0              0
clock                      0            0              0
total                   38.0     0.000392           49.1
## metal layers
layer / routed length, um / vias to the layer above / share of wire
met3: 186 / 0 / 0.090
li1: - / 383 / -
met4: 0 / 0 / 0
met5: 0 / - / 0
met2: 834 / 20 / 0.41
met1: 1040 / 310 / 0.50
## kinds of logic (layout without fill, tap and decap cells)
group | count (synthesis) | in the layout | synth area share
buffers and inverters | 10 | 34 | 0.0598
AND-OR/OR-AND | 24 | 24 | 0.222
XOR/XNOR | 11 | 11 | 0.144
AND/OR/NAND/NOR | 32 | 32 | 0.267
adder cells (fa/ha/maj) | 17 | 17 | 0.307
## path summary, 6_finish.rpt
| kind | end | from |
|---|---|---|
| min | Saida[7] | B[7] |
| max | FLAG_O | F[0] |
## through the flow
stage	setup slack [ps]	instance area [um2]	total power, uW
after detailed placement	1350	1010	87.6
final	1350	1010	87.1
after CTS	1340	1010	88.1
after global placement	1340	1010	87.6
after global routing	1070	1010	98.5
after floorplan	2710	669	48.0
## placed cells by master, fill, tap and decap left out, types with 2 or more instances in the layout
| master | n |
|---|---|
| maj3_1 | 6 |
| nor3_1 | 2 |
| o21ai_0 | 8 |
| o31ai_1 | 2 |
| xnor2_1 | 6 |
| a21oi_1 | 6 |
| xor2_1 | 5 |
| nand2_1 | 13 |
| nor2_1 | 6 |
| inv_1 | 7 |
| nand3_1 | 2 |
| ha_1 | 10 |
| a21o_1 | 2 |
| clkdlybuf4s50_1 | 27 |
Power is estimated from default activity; no workload was simulated.
